[/design/flow/config.mk]
export PLATFORM = sky130hd
export DESIGN_NAME = buzzer
export DESIGN_NICKNAME = buzzer
export VERILOG_FILES = /design/flow/design.v
export SDC_FILE = /design/flow/constraint.sdc
export NUM_CORES = 4
export LEC_CHECK = 1
export CORE_UTILIZATION = 30
[/design/flow/constraint.sdc]
current_design buzzer

set clk_period 6.9
set clk_io_pct 0.2

create_clock -name clk0 -period $clk_period [get_ports {clk}]

set non_clock_inputs [all_inputs -no_clocks]
set_input_delay [expr $clk_period * $clk_io_pct] -clock clk0 $non_clock_inputs
set_output_delay [expr $clk_period * $clk_io_pct] -clock clk0 [all_outputs]
[/design/flow/design.v]
module buzzer(clk,rst,out);
input clk,rst;
output out;
reg out;
reg[3:0] clk_div1;  
reg[12:0] clk_div2; 
reg[21:0] cnt; 
reg[2:0] state;
parameter   duo=3822,    
		    lai=3405,
			mi=3034,
			fa=2865,
			suo=2551,
			la=2273,
			xi=2024,
			duo1=1911;
always@(posedge clk or negedge rst)
begin
	if(!rst) begin
		clk_div1<=0;
	 end
	else begin
		if(clk_div1!=11)
			clk_div1<=clk_div1+1;
		else
			clk_div1<=0;
	 end
end
always@(posedge clk or negedge rst)
begin
	if(!rst) begin
		clk_div2<=0;
		state<=0;
		cnt<=0;
		out<=0;
	 end
	else if(clk_div1==11) begin
		case(state)
			3'b000: begin                
				cnt<=cnt+1;
				if(cnt==22'h3fffff) 
					state<=3'b001;
				if(clk_div2!=duo)   
					clk_div2<=clk_div2+1;
				else begin
					clk_div2<=0;
					out<=~out;
				end
			 end
			3'b001: begin				 
				cnt<=cnt+1;
				if(cnt==22'h3fffff) 
					state<=3'b010;
				if(clk_div2!=lai)
					clk_div2<=clk_div2+1;   
				else begin
					clk_div2<=0;
					out<=~out;
				end
			 end
			3'b010:begin                 
				cnt<=cnt+1;
				if(cnt==22'h3fffff) 
					state<=3'b011;
				if(clk_div2!=mi)
					clk_div2<=clk_div2+1;
				else begin
					clk_div2<=0;
					out<=~out;
				end
			 end
			3'b011: begin				  
				cnt<=cnt+1;
				if(cnt==22'h3fffff) 
					state<=3'b100;
				if(clk_div2!=fa)
					clk_div2<=clk_div2+1;
				else begin
					clk_div2<=0;
					out<=~out;
				end
			 end
			3'b100: begin                
				cnt<=cnt+1;
				if(cnt==22'h3fffff) 
					state<=3'b101;
				if(clk_div2!=suo)
					clk_div2<=clk_div2+1;
				else begin
					clk_div2<=0;
					out<=~out;
				end
			 end
			3'b101: begin                   
				cnt<=cnt+1;
				if(cnt==22'h3fffff) 
					state<=3'b110;
				if(clk_div2!=la)
					clk_div2<=clk_div2+1;
				else begin
					clk_div2<=0;
					out<=~out;
				end
			 end
			3'b110: begin                    
				cnt<=cnt+1;
				if(cnt==22'h3fffff) 
					state<=3'b111;
				if(clk_div2!=xi)
					clk_div2<=clk_div2+1;
				else begin
					clk_div2<=0;
					out<=~out;
				end
			 end
			3'b111: begin                    
				cnt<=cnt+1;
				if(cnt==22'h3fffff) 
					state<=3'b000;
				if(clk_div2!=duo1)
					clk_div2<=clk_div2+1;
				else begin
					clk_div2<=0;
					out<=~out;
				end
			 end
		 endcase
	 end
end
endmodule
[/design/flow/run.sh]
#!/bin/bash
# OpenROAD 26Q1-2900-gdf79404cd8, Yosys 0.63+post, stock flow scripts
make -C /OpenROAD-flow-scripts/flow DESIGN_CONFIG=/design/flow/config.mk WORK_HOME=/design/flow/orfs finish
==> metrics.yaml <==
dieArea_sq_mm: 0.00890
ctsRootBufferMaster: "clkbuf_8"
seqPwrFrac: 0.567
antenna_found_initial: 0
async_flop_share: 1.00
io_pins: 3
lay_top_cells: "47 x dfrtp_1, 31 x nand2_1, 15 x nor2_1"
synth-seq-cells: 48
start_kind: "register"
combPwrFrac: 0.012
cts.sinks: 48
arrival_ns: 2.85
chipWidth_um: 94.3
synth_top_area_share: 0.460
first_pass_iters: 4
setup_tns_ns: 0
reg2reg_to: "state[5]"
clockBufferDepth: 2
drc: 0
power_leakage_nw: 1.18
cp-endpoint: "state[5]"
die_height_um: 94.3
slew_headroom: 0.593
slew_violations: 0
dpl_cell_area_sq_mm: 0.00263
path_class: "reg -> reg"
ys_area_sq_mm: 0.00256
antennaDiodeCount: 0
clk_latency_ns: 0.31
max-cap-violations: 0
drive_gt1_frac: 0.128
skew_ns: 0.0108
initial_core_util: 0.311
pre_cts_slack_ns: 4.25
critical_path.cell_chain: "ha_1 > and3b_1 > and4_1 > nand2_1 > or2_1 > nor2_2 > mux2_2"
finalWeightedCongestion: 0.902
wl_um: 4610
p_int_mw: 0.391
synth_cell_types: 44
fillCellCount: 795
final_min_period_over_clock_period: 0.385
overflow: 0
htreeDepth: 2
grt_pass1_vias: 1679
p_switching_mw: 0.105
vdd_drop_max_mv: 0.108
edf_count: 0
cts_buffers: 5
critPathSlowestCell: "and3b_1"
worst_slack_ns: 4.24
top_area_cell: "dfrtp_1"
grt_pass1_wl_um: 8180
tool_warnings: 28
vias: 1780
ff_type: "dfrtp_1"
worstPathMaxFanout: 11
port_buffers: 2
fin_area_sq_mm: 0.00275
area_leaders: "dfrtp_1 46%, nand2_1 4.5%, xnor2_1 4.1%"
p_sw_frac: 0.211
syn_to_final_growth_pct: 7.34
yosys_warnings: 1
rows: 33
p_clk_frac: 0.421
period_needed_ns: 2.66
outcome: "complete, no violations"
reg2reg_from: "clk_div1[0]"
ff2ff_setup_slack_ns: 4.24
cts.clk_slew.worst_paths_ns: 0.10
fp.coreArea_sq_mm: 0.00822
lay_top_count: "dfrtp_1"
report.final.hold_viol_count: 0
yosys_cells: 250
cp_slowest_stage_delay_ns: 0.42
drtIter0Drc: 97
cts_hold_buf: 0
hpwl_um: 3010
power.density_mw_per_mm2: 181
wl_per_cell_um: 13.0
min_path_type: "reg -> reg"
drtAntennaViolNets: 0
post_cts_resized: 0
syn_area_sq_mm: 0.00256
worst-slew-pin-transition_ns: 0.610
rsz0062_at_grt: "false"
grt.total_usage: 0.116
max_freq_ghz: 0.376
endpoint_kind: "register"
cp.required_ns: 7.09
ff2ff_path_depth: 7
synth_area_per_cell_sq_um: 10.2
critPathLaunch: "clk_div1[0]"
setup_viol: 0
cts_setup_buffers: 0
netlist_instances: 250
grt_start_max_net_pins: 49
p_total_mw: 0.496
ys_seq_frac: 0.470
viasPerCell: 5.01
cts_tree: "done"
==> cells by family (layout without fill, tap and decap cells) <==
group	after synthesis	in the layout	synth area share
AND/OR/NAND/NOR	115	115	0.247
flip-flops	48	48	0.470
AND-OR/OR-AND	34	34	0.0993
XOR/XNOR	23	23	0.0788
buffers and inverters	16	16	0.0406
multiplexers	8	8	0.0352
adder cells (fa/ha/maj)	6	6	0.0294
==> sequential cells by signal (all words and copies together) (netlist names) <==
name      flops
cnt          22
clk_div2     13
state         8
clk_div1      4
out           1
==> through the flow <==
stage | utilization | cells | hold WS [ns]
2_1_floorplan | - | 250 | 0.420
3_3_place_gp | 0.320 | 347 | 0.450
3_5_place_dp | 0.320 | 347 | 0.454
4_1_cts | 0.334 | 355 | 0.473
5_1_grt | 0.334 | 355 | 0.487
6_report | 0.334 | 355 | 0.465
==> layout make-up <==
cell class	instances	area, sq um	area share
multi-input cells	186	1250	0.456
inverters	4	15.0	0.00547
flip-flops and latches	48	1200	0.438
well taps	105	131	0.0479
repair buffers	4	30.0	0.0109
clock inverters	3	46.3	0.0169
clock buffers	5	68.8	0.0251
==> power by group through the flow <==
stage     Combinational [mW]  Sequential (mW)  Clock [mW]
4_1_cts              0.00673            0.281       0.217
5_1_grt              0.00735            0.281       0.230
6_report             0.00589            0.281       0.209
==> critical path: cells and delay by family, from the launching register on <==
family | cells | cell delay [ns]
AND/OR/NAND/NOR | 5 | 1.58
flip-flops | 1 | 0.38
multiplexers | 1 | 0.38
adder cells (fa/ha/maj) | 1 | 0.20
==> worst min path at each step <==
stage           start          end  slack, ns  cells after the start
6_report       cnt[6]       cnt[6]       0.47                      1
5_1_grt           out          out       0.49                      1
4_1_cts   clk_div1[0]  clk_div1[0]       0.47                      1
==> routing by layer <==
layer  track usage  vias to the layer above  routed length (um)
li1              -                      891                   -
met3        0.0172                        7                 145
met2         0.178                       23                1980
met4        0.0141                        0                  57
met1         0.185                      859                2420
met5             0                        -                   0
==> synthesized netlist by cell type, types with 4 or more instances <==
cell	count
a21oi_1	10
mux2_2	8
dfrtp_1	47
nand4b_1	5
o21ai_0	10
nor2_1	15
nand4_1	7
nor4_1	5
xnor2_1	12
and3_1	4
inv_1	4
xor2_1	11
or3_1	4
nand3b_1	7
nand2_1	31
nand3_1	14
nor3_1	6
buf_6	4
ha_1	6
Power and IR drop assume default switching activity.
