==> design/flow/config.mk <==
export PLATFORM = sky130hd
export DESIGN_NAME = Botones_antirebote
export DESIGN_NICKNAME = Botones_antirebote
export VERILOG_FILES = /design/flow/design.v
export SDC_FILE = /design/flow/constraint.sdc
export NUM_CORES = 4
export LEC_CHECK = 1
export CORE_UTILIZATION = 50
==> design/flow/run.sh <==
#!/bin/bash
# OpenROAD 26Q1-2900-gdf79404cd8, Yosys 0.63+post, stock flow scripts
make -C /OpenROAD-flow-scripts/flow DESIGN_CONFIG=/design/flow/config.mk WORK_HOME=/design/flow/orfs finish
==> design/flow/constraint.sdc <==
current_design Botones_antirebote

set clk_period 3.0
set clk_io_pct 0.2

create_clock -name clk0 -period $clk_period [get_ports {clk}]

set non_clock_inputs [all_inputs -no_clocks]
set_input_delay [expr $clk_period * $clk_io_pct] -clock clk0 $non_clock_inputs
set_output_delay [expr $clk_period * $clk_io_pct] -clock clk0 [all_outputs]
==> design/flow/design.v <==
module Botones_antirebote(
	input reset,
	input clk,
	input test,
	input b_energia,
	input b_sueno,
	output reg led1,
	output reg led2,
	output reg led3
);
wire test_tmp;
wire energia_tmp;
wire sueno_tmp;
Boton_AR #(1) B_Test ( .reset(reset), .clk(clk), .boton_in(test), .boton_out(test_tmp));
Boton_AR #(1500000) B_Sueno (.reset(reset), .clk(clk), .boton_in(b_sueno), .boton_out(sueno_tmp));
Boton_AR #(15000000) B_Energia ( .reset(reset), .clk(clk), .boton_in(b_energia), .boton_out(energia_tmp));
always @(posedge test_tmp) begin
	led1=~led1;
end
always @(posedge energia_tmp) begin
	led2=~led2;
end
always @(posedge sueno_tmp) begin
	led3=~led3;
end
endmodule
module Boton_AR #(parameter COUNT_BOT=50000)(
	input reset,
	input clk,
	input boton_in,
	output reg boton_out
);
reg [$clog2(COUNT_BOT)-1:0] counter;
always @(posedge clk) begin
	if (~reset)begin
		counter <=0;
		boton_out<=~boton_in;
	end else begin
		if (boton_in==boton_out) begin
			counter <= counter+1;			
		end else begin
			counter<=0;			
		end
		if (boton_in==0 && counter==COUNT_BOT)begin
	 			boton_out<=1;
				counter<=0;
		end
		if (boton_in==1 && counter==COUNT_BOT/100+1)begin
	 			boton_out<=0;
				counter<=0;
		end
	end
end	
endmodule
==> impl_metrics.json <==
{
  "chipArea_um2": 5620,
  "synth-edff-count": 3,
  "cts_root_buf": "clkbuf_8",
  "die_height_um": 75.0,
  "synth_area_um2": 2660,
  "worstMarginPinSlew_ns": 0.424,
  "ant_nets": 0,
  "fmax_mhz": 415,
  "stdcell_count": 374,
  "setup_slack_ns": 0.591,
  "ios": 8,
  "drv_cap": 0,
  "place_congestion": 0.897,
  "top_area_frac": 0.376,
  "critical_path_class": "in -> reg",
  "period_used_share": 0.803,
  "ctsResizeCount": 0,
  "untimed_endpoints": 6,
  "slowest_delay_ns": 0.56,
  "cts_tree": "built",
  "via_per_inst": 5.72,
  "hold_violations": 0,
  "globalRouteOverflowTotal": 0,
  "vdd.ir_drop.worst_mv": 0.276,
  "warnings": 30,
  "drtPass1Iterations": 4,
  "yosysTopAreaCell": "dfxtp_1",
  "postSynth.asyncResetShare": 0,
  "worstSkewPairLatency_ns": 0.30,
  "min_period_ns": 2.41,
  "cts_buffers": 5,
  "unclocked_pins": 3,
  "cts_hold_buf": 0,
  "top_cells_by_area": "dfxtp_1 38%, nor3_1 6.6%, xnor2_1 5.3%",
  "cp-start-kind": "primary input",
  "rsz0062_at_grt": "no",
  "synth_cells": 298,
  "fin_skew_ns": 0.00743,
  "ys_seq_elements": 53,
  "ys_cells": 298,
  "post-dp-hpwl_um": 3690,
  "synth_area_per_cell_um2": 8.93,
  "cp_max_fo": 14,
  "slew_headroom": 0.717,
  "n_antenna_cell": 0,
  "post_cts_buffers": 0,
  "htree_levels": 2,
  "setup_viol": 0,
  "area_growth_pct": 10.7,
  "hold_ws_ns": 0.457,
  "drt_iter0_drc": 119,
  "top_cells_by_count": "50 x dfxtp_1, 35 x nor3_1, 20 x nand4_1, 18 x inv_1, 16 x xnor2_1",
  "yosysWarnings": 4,
  "cp.required_ns": 3.18,
  "avgRoutedWirePerCell_um": 14.6,
  "clk_path_buf_depth": 2,
  "leakage_nw": 0.922,
  "critPathCaptureType": "flip-flop",
  "yosys_area_um2": 2660,
  "coreArea_um2": 5110,
  "initial_core_util": 0.521,
  "outcome": "finished, final reports clean",
  "slowest_stage": "or4_1",
  "grt_usage": 0.219,
  "grt_max_degree": 25,
  "row_count": 26,
  "portBuffers": 7,
  "cp.arrival_ns": 2.59,
  "synth_top_cell_by_count": "dfxtp_1",
  "cp_cell_sequence": "clkdlybuf4s50_1, or4b_1, or4_1, a21oi_4, buf_4, nor3_1",
  "drive_gt1_frac": 0.0855,
  "antenna_found_initial": 0,
  "post-place-ws_ns": 0.285,
  "ff_type": "dfxtp_1",
  "p_total_mw": 1.35,
  "route.detailed.drc": 0,
  "yosysUniqueCellTypes": 42,
  "num_vias": 2139,
  "synth_seq_share": 0.410,
  "fin_setup_tns_ns": 0,
  "wl_um": 5480,
  "die_w_um": 75.0,
  "hold_path.class": "reg -> reg",
  "dp.cells": 366,
  "clk_pin_slew_worst_paths_ns": 0.09,
  "drv_slew": 0,
  "power.density_nw_per_um2": 458,
  "grt_pass1_vias": 1996,
  "grt_pass1_wl_um": 9360
}
-- worst paths after layout --
| path | slack [ns] | cells past startpoint | startpoint | end |
|---|---|---|---|---|
| min | 0.46 | 1 | B_Test.counter[0] | B_Test.counter[0] |
| max reg2reg | 0.75 | 4 | B_Energia.counter[2] | B_Energia.counter[23] |
| min reg2reg | 0.46 | 1 | B_Test.counter[0] | B_Test.counter[0] |
| max | 0.59 | 6 | b_energia | B_Energia.counter[5] |
-- report_power, final --
part | leakage (nW) | switching, mW | internal (mW) | total (mW)
Sequential | 0.434 | 0.00956 | 0.683 | 0.693
Clock | 0.0714 | 0.219 | 0.356 | 0.574
Combinational | 0.417 | 0.0487 | 0.0328 | 0.0815
Total | 0.922 | 0.277 | 1.07 | 1.35
-- flip-flops by register name, indices dropped and copies added (netlist names) --
signal,flops
B_Energia.counter,24
B_Sueno.counter,21
B_Energia.boton_out,1
B_Sueno.boton_out,1
B_Test.boton_out,1
B_Test.counter[-1],1
B_Test.counter,1
led1,1
led2,1
led3,1
-- per-layer routing --
| layer | share of wire | vias up | routed length (µm) | track usage |
|---|---|---|---|---|
| met5 | 0 | - | 0 | 0 |
| met4 | 0.0088 | 0 | 48 | 0.0189 |
| met3 | 0.024 | 5 | 131 | 0.0244 |
| met2 | 0.42 | 21 | 2300 | 0.323 |
| met1 | 0.55 | 1013 | 3000 | 0.367 |
| li1 | - | 1100 | - | - |
-- critical path, delay by kind of cell --
family,cells,cell delay (ns)
AND-OR/OR-AND,1,0.16
AND/OR/NAND/NOR,3,1.11
buffers and inverters,2,0.71
-- cell usage in the layout, fill, tap and decap left out, types with 2 or more instances in the layout --
cell type	n
dfxtp_1	50
nor3_1	35
nand4_1	20
inv_1	18
xnor2_1	16
nand2_1	15
nand3_1	14
xor2_1	14
or3_1	13
a211oi_1	13
o21ai_0	10
nor4_1	8
or4_1	8
ha_1	8
nor2_1	7
clkdlybuf4s50_1	7
buf_4	7
clkbuf_8	6
o31ai_1	4
edfxtp_1	3
and3_1	3
and4_1	3
or2_2	2
bufinv_16	2
-- layout make-up --
| cell class | count | area [µm²] |
|---|---|---|
| clock buffer | 6 | 82.6 |
| clock inverter | 2 | 60.1 |
| fill | 486 | 2160 |
| inverter | 18 | 67.6 |
| multi-input combinational | 211 | 1440 |
| sequential | 53 | 1090 |
| tap | 70 | 87.6 |
| timing repair buffer | 14 | 123 |
-- stage by stage --
stage          cell area [µm²]   util
6_report                  2950  0.577
5_1_grt                   2950  0.577
4_1_cts                   2950  0.577
3_5_place_dp              2800  0.549
3_3_place_gp              2800  0.549
2_1_floorplan             2660      -
-- cell families after synthesis --
| group | synth area share |
|---|---|
| flip-flops | 0.410 |
| multiplexers | 0.00376 |
| adder cells (fa/ha/maj) | 0.0376 |
| AND/OR/NAND/NOR | 0.305 |
| AND-OR/OR-AND | 0.0883 |
| XOR/XNOR | 0.0987 |
| buffers and inverters | 0.0573 |
No activity file was given, so power comes from the tool's default toggle rates.
