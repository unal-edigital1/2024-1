===== /design/flow/design.v =====
module spi_master(
   input clk,                 
   input reset,               
   input [7:0] data_in,       
   input start,               
   input [15:0] div_factor,    
   input  miso,           
   output reg mosi,                
   output reg sclk,           
   output reg cs,             
   output reg [7:0] data_out,  
   output reg busy,           
   output reg avail   
);
   reg [7:0] shift_reg;
   reg [3:0] bit_count;
   reg [15:0] clk_count;
	reg active;
	always @(posedge clk or posedge reset) begin
	  if (reset) begin
			sclk <= 0;
			cs <= 1;
			shift_reg <= 0;
			bit_count <= 0;
			clk_count <= 0;
			active <= 0;
			busy <= 0;
			avail <= 0;
	  end else if (start && !active) begin
			active <= 1;
			busy <= 1;
			avail <= 0;
			cs <= 0;
			shift_reg <= data_in;
			bit_count <= 8;
	  end else if (active) begin
			if (clk_count < div_factor - 1) begin
				 clk_count <= clk_count + 1;
			end else begin
				 clk_count <= 0;
				 sclk <= !sclk;
				 if (sclk) begin
						mosi <= shift_reg[7];
				 end else begin
					  if (bit_count > 0) begin
							bit_count <= bit_count - 1;
							shift_reg <= {shift_reg[6:0], miso};
					  end else begin
							data_out <= shift_reg;
							cs <= 1;
							active <= 0;
							busy <= 0;
							avail <= 1;
					  end
				 end
			end
	  end
	end
endmodule
module fsm_matriz8x8 (
	input clk,                 
   input reset,               
   input [1:0] state,       
	output  mosi,                
   output  sclk,           
   output  cs             
);
   reg [7:0] data_in;
   wire [7:0] data_out;
   reg start;
   wire busy;
   wire avail;
   wire [25:0] div_factor = 25000000;   
	spi_master spi (
       .clk(clk),
       .reset(~reset),
       .data_in(data_in),
       .start(start),
       .div_factor(div_factor),
       .mosi(mosi),
       .sclk(sclk),
       .cs(cs),
       .data_out(data_out),
       .busy(busy),
       .avail(avail)
   );
	reg [7:0] memory4CommandSend [0:30];
	reg [5:0] mem_index = 0;
	reg sendByte;
	reg [10:0]state_send=0;
	initial begin
        memory4CommandSend[0] = 8'h0C;   
        memory4CommandSend[1] = 8'h01;   
        memory4CommandSend[2] = 8'h09;   
        memory4CommandSend[3] = 8'h00;   
		  memory4CommandSend[4] = 8'h0A;   
		  memory4CommandSend[5] = 8'h0A;   
        memory4CommandSend[6] = 8'h0B;   
        memory4CommandSend[7] = 8'h07;   
		  memory4CommandSend[8] = 8'h0F;   
        memory4CommandSend[9] = 8'h00;   
		  memory4CommandSend[10] = 8'h02;   
        memory4CommandSend[11] = 8'hFF;   
        memory4CommandSend[12] = 8'h03;   
        memory4CommandSend[13] = 8'h7f;   
        memory4CommandSend[14] = 8'h04;   
        memory4CommandSend[15] = 8'h3c;   
        memory4CommandSend[16] = 8'h05;   
        memory4CommandSend[17] = 8'h55;   
        memory4CommandSend[18] = 8'h06;   
        memory4CommandSend[19] = 8'hAA;   
        memory4CommandSend[20] = 8'h07;   
        memory4CommandSend[21] = 8'h0f;   
        memory4CommandSend[22] = 8'h08;   
        memory4CommandSend[23] = 8'hf0;   
        memory4CommandSend[24] = 8'h01;   
        memory4CommandSend[25] = 8'hff;   
    end
	reg [1:0] c2=0;
   always @(posedge clk) begin
		 if (~reset) begin
           state_send <= 0;
           sendByte <= 0;
			  mem_index <= 0;
       end else begin
		 case (state_send)
			0:	begin
				data_in <= memory4CommandSend[mem_index]; 
				sendByte <=1; 
				state_send <= 1;
				end
			1: begin
				state_send <= 2;
				end
			2: begin
				sendByte <=0; 
				if (avail) begin
					state_send <= 0;	
   				mem_index <= mem_index+1;
					if (mem_index > 24)begin
						  mem_index <= 10;	
						 state_send <= 3;	
					end
				end
				end
			3: begin 
				  mem_index <= 0;			
			end 
			endcase
			end
	end
   always @(negedge clk) begin
		 if (~reset) begin
           start <= 0;
       end else begin
           case(start)
               0: begin   
                   if (!busy && sendByte) begin
                       start <= 1;
                   end
               end
               1: begin   
                   if (avail) begin
                       start <= 0;
                   end
               end
           endcase
       end
   end
endmodule

===== /design/flow/constraint.sdc =====
current_design fsm_matriz8x8

set clk_period 5.1
set clk_io_pct 0.2

create_clock -name clk0 -period $clk_period [get_ports {clk}]

set non_clock_inputs [all_inputs -no_clocks]
set_input_delay [expr $clk_period * $clk_io_pct] -clock clk0 $non_clock_inputs
set_output_delay [expr $clk_period * $clk_io_pct] -clock clk0 [all_outputs]

===== /design/flow/run.sh =====
#!/bin/bash
# OpenROAD 26Q1-2900-gdf79404cd8, Yosys 0.63+post, stock flow scripts
make -C /OpenROAD-flow-scripts/flow DESIGN_CONFIG=/design/flow/config.mk WORK_HOME=/design/flow/orfs finish

===== /design/flow/config.mk =====
export PLATFORM = sky130hd
export DESIGN_NAME = fsm_matriz8x8
export DESIGN_NICKNAME = fsm_matriz8x8
export VERILOG_FILES = /design/flow/design.v
export SDC_FILE = /design/flow/constraint.sdc
export NUM_CORES = 4
export LEC_CHECK = 1
export CORE_UTILIZATION = 50

==> results.toml <==
# implementation run metrics
[clock_network]
cts_tree = "done"
cts_max_path_buffers = 2
htreeDepth = 2
clkTransAtPathRegs_ns = 0.10
ctsHoldBuffers = 0
cts_resized = 0
clkLatencyLatePin_ns = 0.35
root_buffer = "clkbuf_8"
cts.sinks = 52
post_cts_buffers = 0
cts_buffers = 5

[global_route]
grt_pass1_vias = 1815
grt_overflow_total = 0
grt_pass1_wl_um = 8600
track_usage_pct = 18.1
antenna_found_initial = 0
grt_start_max_net_pins = 38

[place]
place_congestion = 0.855
dp_hpwl_um = 3350
io_buffer_count = 4

[floorplan]
dieHeight_um = 77.9
ioPinCount = 7
core_area_um2 = 5540
fp_util_pct = 52.0
row_count = 27
die_area_um2 = 6070
die_w_um = 77.9

[sta]
max-slew-margin-rel_pct = 43.7
clock_skew_ns = 0.0589
rsz0062_at_grt = "no"
setup_viol = 0
holdWs_ns = 0.451
worst_pin_slew_ns = 0.822
hold_violations = 0
slew_violations = 0
fin_tns_setup_ns = 0

[synth]
top_area_share_pct = 27.8
async_flop_share_pct = 63.5
synthDistinctLibCells = 53
synth.largest_area_cell = "dfrtp_1"
ys_cells = 303
syn-cell-area_um2 = 2880
synthFlopType = "dfrtp_1"
yosys_area_um2 = 2880
synthTopCellsByArea = "dfrtp_1 (28%), edfxtp_1 (9.4%), ha_1 (7.8%)"
synth.avg_cell_area_um2 = 9.51
edf_count = 9
netlist_instances = 303
synth-seq-cells = 52
ys_seq_share_pct = 45.0
yosysWarnings = 4

[pwr]
power.density_nw_per_um2 = 315
pwr-share-seq_pct = 55.7
sw_frac_of_total_pct = 28.0
cellLeakagePower_uw = 0.00124
power_frac_clock_pct = 28.3
intPower_uw = 691
ir_drop_v = 0.000150
p_comb_share_pct = 15.9
p_sw_uw = 268

[cells_and_area]
drive_gt1_share_pct = 6.64
final_common_cell = "nand2_1"
layout_top_cells = "nand2_1 (37), nor2_1 (32), dfrtp_1 (32), ha_1 (18)"
syn_to_final_growth_pct = 5.69
largest_register_ffs = 16
final_util_pct = 54.9

[routing]
vias = 2019
wl_per_cell_um = 13.1
wl_um = 4880
drcViolationCount = 0
drtAntennaViolNets = 0
first_iter_violations = 153
antenna_cells = 0
firstDrtPassIters = 4
avgViaCountPerCell = 5.41

[worst_hold_path]
worstHoldStart = "spi.shift_reg[7]"
hp-class = "flop to flop"

[critical_path]
worstSetupStartpointType = "flop"
worst_setup_path_end_kind = "flop"
crit_path_start = "start"
crit_slowest_cell = "nand2b_1"
critical-path-max-stage-delay_ns = 0.42
worstReg2RegStart = "start"
cp.required_ns = 5.24
crit_fanout = 20
worstPathArrival_ns = 4.04
crit_chain = "nand2b_1, nor2_1, a31oi_1"
crit_type = "flop to flop"

[job]
drv_cap = 0
tool_warnings = 40

[status]
status = "completed"
[Yosys cell counts, types with 5 or more instances]
cell and n:
xnor2_1 6, nor3_1 5, a21oi_1 10, xor2_1 5, ha_1 18, dfxtp_1 10, o21ai_0 17, nand2b_1 5
nand2_1 37, dfrtp_1 32, a31oi_1 12, inv_1 17, edfxtp_1 9, clkbuf_1 11, nor2_1 32, nand3_1 12
[worst max-delay path: cells and delay by family, from the launching register on]
family | cells | cell delay (ns)
flops | 1 | 0.41
simple gates | 2 | 0.67
compound gates | 1 | 0.06
[kinds of logic after synthesis]
family | count (synthesis) | share of synthesized area (%)
fa+ha+maj | 18 | 7.82
simple gates | 119 | 20.7
buf+inv | 32 | 5.00
compound gates | 64 | 15.1
xor+xnor | 11 | 3.34
mux | 7 | 2.95
flops | 52 | 45.0
[cell type report]
type                            instances  area [µm²]
Fill cell                             512        2500
Multi-Input combinational cell        219        1440
Sequential cell                        52        1300
Clock buffer                            7         108
Tap cell                               72        90.1
Inverter                               16        60.1
Timing Repair Buffer                    5        42.5
Clock inverter                          2        7.51
[power groups by stage]
| stage | registers, µW | logic [µW] | clock network (µW) |
|---|---|---|---|
| 4_1_cts | 534 | 155 | 282 |
| 5_1_grt | 544 | 174 | 298 |
| 6_report | 535 | 153 | 272 |
[stage by stage]
stage | instances | total power (µW) | setup WS, ns | cell area [µm²]
floorplan | 303 | 663 | 1.22 | 2880
global placement | 365 | 697 | 0.982 | 2930
detailed placement | 365 | 698 | 0.977 | 2930
CTS | 373 | 971 | 1.20 | 3040
global route | 373 | 1020 | 0.998 | 3040
finish | 373 | 959 | 1.20 | 3040
[worst paths after layout]
path,to,slack [ns],cells past startpoint
max,spi.shift_reg[1],1.20,3
min,spi.mosi,0.45,0
max reg2reg,spi.shift_reg[1],1.20,3
min reg2reg,spi.mosi,0.45,0
max in group asynchronous,spi.cs,3.96,2
min in group asynchronous,spi.clk_count[3],0.80,2
[per-layer routing]
metal | global-route usage, % | wire length [µm] | vias to the layer above
met5 | 0 | 0 | -
met4 | 1.85 | 31 | 0
met3 | 2.15 | 92 | 2
met2 | 27.1 | 2180 | 16
met1 | 30.7 | 2580 | 945
li1 | - | - | 1056
Power figures rest on the tool's default switching activity, not on a simulated workload.
